===== design/flow/run.sh =====
#!/bin/bash
# OpenROAD 26Q1-2900-gdf79404cd8, Yosys 0.63+post, stock flow scripts
make -C /OpenROAD-flow-scripts/flow DESIGN_CONFIG=/design/flow/config.mk WORK_HOME=/design/flow/orfs finish

===== design/flow/config.mk =====
export PLATFORM = sky130hd
export DESIGN_NAME = fifo_block
export DESIGN_NICKNAME = fifo_block
export VERILOG_FILES = /design/flow/design.v
export SDC_FILE = /design/flow/constraint.sdc
export NUM_CORES = 4
export LEC_CHECK = 1
export CORE_UTILIZATION = 30

===== design/flow/constraint.sdc =====
current_design fifo_block

set clk_period 44.5
set clk_io_pct 0.2

create_clock -name clk0 -period $clk_period [get_ports {clk}]

set non_clock_inputs [all_inputs -no_clocks]
set_input_delay [expr $clk_period * $clk_io_pct] -clock clk0 $non_clock_inputs
set_output_delay [expr $clk_period * $clk_io_pct] -clock clk0 [all_outputs]

===== design/flow/design.v =====
`timescale 1ns / 1ps
module fifo_block(
	output reg [15:0] data_out,
	output reg is_full,
	output reg is_empty,
	input [15:0] data_in,
	input rd_en,
	input wr_en,
	input clk,
	input rst
	);
	reg [15:0] dualport_FIFO_SSRAM [0:255];
	wire [7:0] a_wr, a_rd;
	wire a_isEqual;
	wire rd_blk_en, wr_blk_en;
	wire set_stat, rst_stat;
	reg status;
	wire preFull, preEmpty;
	assign rd_blk_en = rd_en & ~is_empty;
	assign wr_blk_en = wr_en & ~is_full;
	always @(posedge clk) begin
		if (rd_blk_en) begin
			data_out <= dualport_FIFO_SSRAM[a_rd];
		end
		if (wr_blk_en) begin
			dualport_FIFO_SSRAM[a_wr] <= data_in;
		end
	end
	grey_code_counter wr(
		.grey_cnt(a_wr),
		.en(wr_blk_en),
		.rst(rst),
		.clk(clk)
	);
	grey_code_counter rd(
		.grey_cnt(a_rd),
		.en(rd_blk_en),
		.rst(rst),
		.clk(clk)
	);
	assign a_isEqual = (a_rd == a_wr);
	assign set_stat = ((a_wr[6] ~^ a_rd[7]) & (a_wr[7]  ^ a_rd[6]));
	assign rst_stat = ((a_wr[6]  ^ a_rd[7]) & (a_wr[7] ~^ a_rd[6]));
	always @ (set_stat, rst_stat, rst) begin
		if(rst_stat | rst) begin
			status = 0;
		end
		else if (set_stat) begin
			status = 1;
		end
	end
	assign preFull = status & a_isEqual;
	assign preEmpty = ~status & a_isEqual;
	always@(posedge clk, posedge preFull) begin
		if (preFull) begin
			is_full <= 1;
		end
		else begin
			is_full <= 0;
		end
	end
	always@(posedge clk, posedge preEmpty) begin
		if (preEmpty) begin
			is_empty <= 1;
		end
		else begin
			is_empty <= 0;
		end
	end		
endmodule 
module grey_code_counter(
	output reg [7:0] grey_cnt,
	input en,
	input rst,
	input clk
	);
	reg [7:0] cnt;
	always@(posedge clk) begin
		if (rst) begin
			cnt <= 1;
			grey_cnt <= 0;
		end
		else if (en) begin
			cnt <= cnt + 1;
			grey_cnt <= {cnt[7], cnt[6:0] ^ cnt[7:1]};
		end
	end
endmodule

==> run summary <==
Flow results follow.

Leaving out fill and tap cells, the most frequent cells in the layout are sky130_fd_sc_hd__edfxtp_1 (4112), sky130_fd_sc_hd__mux4_2 (800), sky130_fd_sc_hd__mux2i_1 (623), sky130_fd_sc_hd__buf_4 (437), sky130_fd_sc_hd__clkbuf_16 (394). STA lists the endpoint of the worst register-to-register path as data_out[4]. For this design the top-level I/O count stands at 38. The number of unconstrained endpoints was 1. In this run the standard cell core region covers 532500 sq um. Wires add up to 445600 microns.

Buffers inserted to repair hold after CTS numbered 0. The average detailed-routed wire length per instance is 29.06 microns. Looking at the clock tree report, the maximum root-to-sink buffer count equals 4. The count of synthesis-stage warnings from yosys is 2. The met3 demand-to-capacity share in global routing is 0.1688. Per the OpenROAD floorplan log, the height of the die is 733.2 microns. Measured in cells, the most critical reg-to-reg path has a length of 11. The final setup skew is 0.08639 ns. The number of CTS-inserted buffers is 387. The synthesis area per yosys is 160400 sq um. The highest attainable clock frequency is 87.53 MHz.

For reference, the clock transition at the flip-flops on the worst setup and hold paths is 0.06 ns. The end-of-flow core utilization is 0.3436. For this design, the slowest cell found on the critical path is sky130_fd_sc_hd__clkdlybuf4s50_1.

The DRC violations left is 0. The global-route wire length before repair is 633000 microns. OpenSTA lists the critical path startpoint as wr_en. In the finished design, the share of the clock period the worst path needs comes to 0.2567. The final setup violation count is 0. The share of the core filled by cells before placement is 0.3012. For this run, global-route usage on met2 was measured as 0.2520. The share of power burned in combinational logic is 0.046.

The largest vdd supply drop is 0.00003511 V. The signal on the critical path passes through clkdlybuf4s50_1 > nor2b_2 > buf_4 > nand3_1 > buf_4 > nor2_1 > buf_4. The leakage power figure is 54.29 nW. After legalization and detailed placement, the total HPWL measured 280700 microns. The type of the worst setup path is input port to register. Yosys mapped a number of flops with a built-in enable equal to 4112.

Hold-check failures listed in the final report amount to 0. The synthesized design contains 4145 register bits. The die covers 537600 sq um. The number of register pins that no clock reaches is 1. Among all stages on the critical path, the maximum delay recorded is 0.60 ns. The share of power burned in registers is 0.544. The number of instances in the synthesized netlist is 7545. Subtracting the final worst setup slack from the clock period gives 11.42 ns.

The kind of start point of the critical path is an input port. The number of max-slew violations in the final report is 0. Of the total power, the share spent switching nets is 0.2122.

The launch point of the worst reg-to-reg path is rd.grey_cnt[1]. The combined area of all synthesized cells is 160400 sq um. The worst setup slack for register-to-register paths is 37.19 ns. The pre-CTS setup check shows a worst slack of 32.28 ns.

After synthesis, the mean cell area works out to 21.26 sq um. The primary flip-flop cell chosen by synthesis mapping is sky130_fd_sc_hd__edfxtp_1. In this run the worst path has a maximum fanout of 32. The data required time of the critical path is 45.14 ns. The overall global routing resource usage is 0.1766. The number of H-tree levels is 5. The number of global-route vias before repair is 86600. The tree is rooted in a sky130_fd_sc_hd__clkbuf_16. The total cells reported by yosys after synthesis is 7545. The number of vias per cell is 5.138. The synthesis report gives the async set-or-reset register share as 0.0004825. As logged by OpenROAD, the buffers inserted on ports number 37. STA classifies the critical path endpoint as a register. The arrival time of data at the worst endpoint is listed as 12.06 ns. The final global-route overflow total is 0.

The site row count is 268. The script computed a power per unit cell area of 43.15 nW/um^2. TritonCTS built the clock tree.

The design internal power is 6.219 mW. The most heavily used metal layer in global routing is met2. The residual antenna-violating net count after detailed routing is 0.

OpenSTA lists the critical path endpoint as dualport_FIFO_SSRAM[117][12]. The number of OpenROAD warnings is 30. The summed negative setup slack over all endpoints is 0 ns. For the worst-skew pair, the clock arrives at the later sink with an insertion delay of 0.96 ns. The worst hold path class is register to register. The report lists the number of cells resized after CTS as 0. The most frequently placed logic cell in the final layout is sky130_fd_sc_hd__edfxtp_1.

The cell repeated most along the worst path is sky130_fd_sc_hd__buf_4. The horizontal die dimension is 733.2 microns. Once iteration 0 of detailed routing completed, the report listed 5650 DRC markers.

Per the final layout report, the fraction of cells sized above drive strength 1 comes to 0.2355. The routed layout has 78780 vias. The max-capacitance violation count is 0.

The first detailed-routing pass ran for 6 iterations. met1 track demand over resource after global routing is 0.1766. The transition time recorded at the tightest slew-check pin is 1.295 ns. Routability-driven placement finished with a final weighted congestion of 0.9711. The total of fill cells in the finished design is 48360. Setup repair after global routing left no endpoint under its margin. Entering global routing, the biggest net connects 102 pins. The power report attributes to the clock group a share of 0.410. The worst-case max-slew headroom was logged as 0.1324. The number of antenna violations at the first check in global routing is 25. Across all setup checks in the final design, the least slack found is 33.08 ns.

The flow ran to the end, and the final reports show no timing, DRC or antenna violations. Compared with the post-synthesis result, the final layout area differs by 14.06%. Per the synthesis report, the number of distinct cell types is 66. The reported net switching power is 1.675 mW. Once the clock tree was built, the setup fixing pass inserted 0 buffers.
## cells by family (layout without fill, tap and decap cells)
kind of cell	Yosys count	in the layout	synth area share
buffers and inverters	463	1194	0.01863
multiplexers	1428	1428	0.1517
AND-OR/OR-AND	785	785	0.03402
XOR/XNOR	27	27	0.001474
adder cells (fa/ha/maj)	12	12	0.0009360
latches	1	1	0.00009358
AND/OR/NAND/NOR	684	684	0.01919
other	1	37	0.00002338
flip-flops	4144	4144	0.7739
## power groups by stage
stage	clock (mW)	sequential (mW)	combinational, mW
final	3.24	4.30	0.362
after CTS	3.29	4.29	0.362
after global routing	3.43	4.29	0.385
## Yosys cell counts (all sizes together), types with 6 or more instances
master | n | area, sq um
edfxtp | 4112 | 123500
mux4 | 802 | 18070
mux2i | 623 | 6236
nor2 | 324 | 1216
buf | 254 | 2203
o221ai | 229 | 2006
clkbuf | 202 | 758.2
o22ai | 184 | 1151
a21oi | 179 | 895.9
nor3 | 126 | 630.6
nand2 | 92 | 345.3
o21ai | 53 | 265.3
a22oi | 44 | 330.3
nand3 | 35 | 175.2
nand4 | 31 | 193.9
dfxtp | 30 | 600.6
a22o | 23 | 201.4
nor4 | 20 | 125.1
a221oi | 18 | 157.7
nor2b | 15 | 93.84
xnor2 | 14 | 122.6
xor2 | 13 | 113.9
a211oi | 12 | 90.09
ha | 12 | 150.1
a2111oi | 10 | 88.84
nand2b | 9 | 56.30
o32ai | 6 | 52.55
or2 | 6 | 37.54
## state kept, by name, indices dropped and copies added, names as in the netlist
signal,flops
data_out,16
dualport_FIFO_SSRAM,4096
is_empty,1
is_full,1
rd.cnt,8
rd.grey_cnt,7
status,1
wr.cnt,8
wr.grey_cnt,7
## worst min path at each step
stage	cells past startpoint	end	from
CTS	2	rd.grey_cnt[7]	rd.cnt[7]
global route	2	rd.grey_cnt[7]	rd.cnt[7]
finish	2	rd.grey_cnt[7]	rd.cnt[7]
## cell type report
| class | instances | area [sq um] | share of cell area |
|---|---|---|---|
| Antenna cell | 35 | 87.58 | 0.0004787 |
| Clock buffer | 466 | 10130 | 0.05537 |
| Clock inverter | 235 | 2140 | 0.01170 |
| Inverter | 7 | 38.79 | 0.0002120 |
| Multi-Input combinational cell | 2938 | 33660 | 0.1840 |
| Sequential cell | 4145 | 124200 | 0.6787 |
| Tap cell | 7020 | 8783 | 0.04801 |
| Timing Repair Buffer | 486 | 3941 | 0.02154 |
## layer usage
metal / vias up / part of all wire
met5: - / 0.0054
met4: 52 / 0.041
met3: 819 / 0.21
met2: 5644 / 0.44
met1: 39520 / 0.30
li1: 32750 / -
## critical path: cells and delay by family
| family | cells | cell delay, ns |
|---|---|---|
| buf+inv | 4 | 1.86 |
| simple gates | 3 | 1.25 |
## stage by stage
stage / instance area [sq um] / power, mW / instances / hold slack (ns)
finish: 182900 / 7.895 / 15330 / 0.5074
global route: 182900 / 8.113 / 15320 / 0.5325
CTS: 182800 / 7.944 / 15300 / 0.5022
detailed placement: 170600 / 4.740 / 14600 / 0.4965
global placement: 170500 / 4.734 / 14590 / 0.5287
floorplan: 160400 / 4.575 / 7546 / 0.4683
Power and IR drop assume default switching activity.
