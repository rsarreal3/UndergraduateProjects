## ./config.mk

```make
export PLATFORM = sky130hd
export DESIGN_NAME = vga_sync
export DESIGN_NICKNAME = vga_sync
export VERILOG_FILES = /design/flow/design.v
export SDC_FILE = /design/flow/constraint.sdc
export NUM_CORES = 4
export LEC_CHECK = 1
export CORE_AREA = 10 10 105 105
export DIE_AREA = 0 0 115 115
```

## ./constraint.sdc

```tcl
current_design vga_sync

set clk_period 2.1
set clk_io_pct 0.2

create_clock -name clk0 -period $clk_period [get_ports {clk}]

set non_clock_inputs [all_inputs -no_clocks]
set_input_delay [expr $clk_period * $clk_io_pct] -clock clk0 $non_clock_inputs
set_output_delay [expr $clk_period * $clk_io_pct] -clock clk0 [all_outputs]
```

## ./design.v

```verilog
module vga_sync(clk,hsync,vsync,hcount,vcount,pix_clk,blank);
   input clk;      
   output hsync;
   output vsync;
   output [9:0] hcount, vcount;
   output 	pix_clk;
   output 	blank;
   reg 		pcount;		  
   wire 	en = (pcount == 0);
   always @ (posedge clk) pcount <= ~pcount;
   assign 	pix_clk = en;
   reg 		hsync,vsync,hblank,vblank;
   reg [9:0] 	hcount;       
   reg [9:0] 	vcount;	  
   wire 	hsyncon,hsyncoff,hreset,hblankon;
   assign 	hblankon = en & (hcount == 639);    
   assign 	hsyncon = en & (hcount == 652-4);
   assign 	hsyncoff = en & (hcount == 746-4);
   assign 	hreset = en & (hcount == 793-4);
   wire 	blank =  (vblank | (hblank & ~hreset));     
   wire 	vsyncon,vsyncoff,vreset,vblankon;
   assign 	vblankon = hreset & (vcount == 479);    
   assign 	vsyncon = hreset & (vcount == 492-4);
   assign 	vsyncoff = hreset & (vcount == 494-4);
   assign 	vreset = hreset & (vcount == 527-4);
   always @(posedge clk) begin
      hcount <= en ? (hreset ? 0 : hcount + 1) : hcount;
      hblank <= hreset ? 0 : hblankon ? 1 : hblank;
      hsync <= hsyncon ? 0 : hsyncoff ? 1 : hsync;    
      vcount <= hreset ? (vreset ? 0 : vcount + 1) : vcount;
      vblank <= vreset ? 0 : vblankon ? 1 : vblank;
      vsync <= vsyncon ? 0 : vsyncoff ? 1 : vsync;    
   end
endmodule
```

## ./run.sh

```bash
#!/bin/bash
# OpenROAD 26Q1-2900-gdf79404cd8, Yosys 0.63+post, stock flow scripts
make -C /OpenROAD-flow-scripts/flow DESIGN_CONFIG=/design/flow/config.mk WORK_HOME=/design/flow/orfs finish
```

==> out/metrics.csv <==
metric,value,unit
CTS root buffer,clkbuf_8,
Log Warnings,31,
"critical path fanouts, max",2,
cell count after synthesis,120,
Hold Startpoint,hblank,
CTS tree,built,
fmax,499.5,MHz
FF-to-FF Start,hcount[1],
mapped cell area,1366,µm²
YS warnings,1,
initial drt markers,29,
Syn Area/Cell,11.39,µm²
Critical Path AT,1580,ps
final hold vios,0,
yosys aoi share,0.03571,
CP Class,reg2out,
Post-DP Area,1802,µm²
hold endpoint,hblank,
Vias per Instance,3.717,
XOR/XNOR Fraction of Synth Area,0.1026,
fp util,0.1559,
top cell type's share of synthesized area,0.4396,
die width,115,µm
Pleak,0.7078,nW
TritonRoute pass-1 iters,4,
"Async S/R FF share, synth",0,
IO buf count,24,
largest family of logic cells by area,simple AND/OR/NAND/NOR gates,
CP endpoint kind,primary output,
Post-synth top cells,"20 x edfxtp_1, 17 x nor2_1, 10 x xnor2_1, 7 x ha_1, 7 x nand3_1",
share of the yosys chip area belonging to registers,0.5128,
total CTS buffers,3,
DRT antenna net count,0,
first-pass GRT wire length,5.112,mm
hold depth,1,
worst slew pin tran,436.3,ps
TritonCTS Sinks,25,
hpwl dp,2.377,mm
Core Rows,34,
switching power,0.0001449,W
internal power,0.0006617,W
DRC,0,
vias in the first global route,1036,
Synth top cell by count,edfxtp_1,
CP startpoint kind,flip-flop,
Flops after synth,25,
Final Instance Area,1884,µm²
fill count,954,
Core Box Area,8763,µm²
Sw Ratio,0.1796,
Die Area,13230,µm²
# IOs,25,
"Setup violations, final",0,
grt total ovfl,0,
Final Util,0.2150,
yosys adder share,0.06410,
fin worst setup slack,97.89,ps
outcome,"complete, no violations",
share of post-route cells with drive strength above 1,0.1863,
Insertion Delay late pin,260,ps
# Cells Yosys,120,
R2R depth,7,
"Slew Viols, Final",0,
hold-fix buffer count after cts,0,
MaxCap Viol Count,0,
power share of the clock group,0.348,
"mux frac, synth",0,
"EDFF count, synth",20,
initial antenna violation count,0,
Min-Delay Path Class,reg2reg,
"area leader, netlist",edfxtp_1,
Max H-tree Level,1,
Reg2Reg Setup Slack,330,ps
min cycle time layout,2002,ps
Diodes inserted,0,
vias,1000,
clk buf depth,2,
Post-Route Skew,5.149,ps
"Reg clk slew, reported paths",90,ps
combinational share of power,0,
post-synth cell types,35,
RD Place Congestion,0.7876,
RSZ-0062 raised after global routing,yes,
area figure in the yosys stat output,1366,µm²
maximum VDD drop,200.0,µV
Cell area leaders,"edfxtp_1 44%, dfxtp_1 7.3%, ha_1 6.4%",
Worst slew margin,0.7069,
Power Dens Cells,428.0,nW/µm²
RR Endpoint,vcount[9],
Basic Gates by Area,0.2491,
Dominant flop cell,edfxtp_1,
largest net degree at the start of global routing,21,
WP data required,1680,ps
drt wl/cell,11.50,µm
Total GRT Usage,0.04776,
Reg power frac,0.652,
period utilisation layout,0.9534,
Area Overhead vs Synth,37.91,%
dpl ws,18.97,ps
WL final,3.093,mm
Die Y,115,µm
[power groups by stage]
stage,logic [W],clock network [W],registers [W]
after CTS,0.000000000401,0.000295,0.000526
after global routing,0.000000000412,0.000298,0.000526
final,0.000000000412,0.000280,0.000526
[cell families after synthesis]
| kind of cell | count (synthesis) |
|---|---|
| AND/OR/NAND/NOR | 56 |
| flip-flops | 25 |
| XOR/XNOR | 16 |
| buffers and inverters | 9 |
| AND-OR/OR-AND | 7 |
| adder cells (fa/ha/maj) | 7 |
[placed cells by master (no fill, tap or decap), types with 3 or more instances in the layout]
| cell type | instances |
|---|---|
| inv_1 | 5 |
| nand4_1 | 5 |
| clkbuf_8 | 3 |
| a21oi_1 | 3 |
| clkdlybuf4s50_1 | 23 |
| xor2_1 | 6 |
| buf_4 | 15 |
| xnor2_1 | 10 |
| nand2_1 | 6 |
| dfxtp_1 | 5 |
| edfxtp_1 | 20 |
| ha_1 | 6 |
| nor2_1 | 17 |
| nand3_1 | 7 |
[metal layers]
layer	up-vias	global-route usage	wire length, µm
met4	0	0.0008251	0
met2	29	0.06907	1205
met1	456	0.06558	1539
li1	515	-	-
met5	-	0	0
met3	0	0.02637	348
[metrics by stage]
step | total power, W | instances | setup TNS [ps] | hold WS (ps)
2_1_floorplan | 0.0005377 | 120 | 0 | 438.3
3_3_place_gp | 0.0005377 | 261 | 0 | 454.0
3_5_place_dp | 0.0005377 | 261 | 0 | 461.3
4_1_cts | 0.0008210 | 267 | 0 | 482.9
5_1_grt | 0.0008248 | 269 | -2.188 | 520.3
6_report | 0.0008066 | 269 | 0 | 477.4
[layout make-up]
| type | count | area [µm²] | area share |
|---|---|---|---|
| tap | 108 | 135.1 | 0.07171 |
| inverter | 7 | 26.28 | 0.01394 |
| multi-input combinational | 86 | 629.4 | 0.3340 |
| sequential | 25 | 700.7 | 0.3718 |
| clock buffer | 4 | 45.04 | 0.02390 |
| timing repair buffer | 39 | 347.8 | 0.1846 |
[registers in the layout, summed over array words and instances, names as in the netlist]
register and count:
vsync 1, vblank 1, hsync 1, hcount 10
vcount 10, hblank 1, pcount 1
[worst max path at each step]
stage	startpoint	endpoint	slack, ps	cells after the start
after global routing	hcount[1]	blank	-2	7
after CTS	hcount[1]	blank	40	7
final	hcount[1]	blank	100	7
[worst max-delay path: stages, from the launching register on]
cell      delay, ps
edfxtp_1        410
inv_2            90
ha_4            110
and4bb_1        200
and3_4          190
inv_2            30
a21o_2          170
buf_2           110
[what timing repair did]
action	CTS	global route
pin swaps	0	1
endpoints found under the setup margin	1	1
resized	6	1
buffers inserted	2	2
No activity file was given, so power comes from the tool's default toggle rates.
